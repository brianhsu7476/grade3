<file path="design.v">
module Predictor(rst, clk, idbranch, exbranch, alu, pred, fail, flush);
input rst, clk, idbranch, exbranch, alu;
output pred, fail, flush;
wire predict_o;
wire[1:0] statei;
reg[1:0] state;
assign statei=exbranch?alu?
	(state==2'b11)?state:state+1:
	(state==2'b00)?state:state-1:
	state;
assign predict_o=state[1];
assign fail=exbranch&&alu!=predict_o;
assign pred=idbranch?fail?alu:predict_o:0;
assign flush=fail||pred;
always@(posedge clk or negedge rst)begin
	if(~rst)begin
		state<=2'b11;
	end
	else if(exbranch)begin
		state<=statei;
	end
end
endmodule
</file>
<file path="run.sh">
#!/bin/bash
# OpenROAD 26Q1-2900-gdf79404cd8, Yosys 0.63+post, stock flow scripts
make -C /OpenROAD-flow-scripts/flow DESIGN_CONFIG=/design/flow/config.mk WORK_HOME=/design/flow/orfs finish
</file>
<file path="constraint.sdc">
current_design Predictor

set clk_period 1.2
set clk_io_pct 0.2

create_clock -name clk0 -period $clk_period [get_ports {clk}]

set non_clock_inputs [all_inputs -no_clocks]
set_input_delay [expr $clk_period * $clk_io_pct] -clock clk0 $non_clock_inputs
set_output_delay [expr $clk_period * $clk_io_pct] -clock clk0 [all_outputs]
</file>
<file path="config.mk">
export PLATFORM = sky130hd
export DESIGN_NAME = Predictor
export DESIGN_NICKNAME = Predictor
export VERILOG_FILES = /design/flow/design.v
export SDC_FILE = /design/flow/constraint.sdc
export NUM_CORES = 4
export LEC_CHECK = 1
export CORE_AREA = 10 10 70 70
export DIE_AREA = 0 0 80 80
</file>
==> summary.txt <==
Purpose: to document the outcome of synthesis and place and route.

Status
The run finished, with violations left. The final reports fail on setup timing.

CTS
The maximum level of the CTS H-tree is 1. The clock sink count is 2. Per the post-CTS timing run, clock transition at the registers of the reported paths is 30 ps. TritonCTS created 3 clock buffers. The number of buffers between clock root and the deepest sink is 2. TritonCTS built the clock tree. The tree is rooted in a sky130_fd_sc_hd__clkbuf_4. The clock latency reported for the late side of the worst-skew pair is roughly 230 ps.

Floorplan
The height of the die is approximately 80 microns. The floorplan step defined a core boundary enclosing around 0.0034 sq mm. The chip occupies ~0.0064 sq mm.

Per the OpenROAD floorplan log, the width of the die is roughly 80 microns. The number of core rows is 21. For this design the top-level I/O count stands at 8. For this configuration, the core starts out at a cell density of 0.04029.

Worst setup path
The critical path's slowest stage uses the library cell sky130_fd_sc_hd__dfstp_2. At the worst endpoint, the arrival time is approximately 1200 ps. The worst setup path is launched from a register.

The kind of critical path is reg2out. On the worst path, the slowest cell contributes a delay of about 530 ps. The family with the most delay on the worst path is flip-flops.

The cell sequence reported for the critical path is buf_4 -> a21oi_1 -> a31oi_1 -> buf_2. The script reports the combined buffer and inverter count of the critical path as 2. The kind of end point of the critical path is a primary output.

Looking at the critical path, the highest net fanout was 3. In this run the register-to-register setup slack is roughly 160 ps. At the worst endpoint, the required time is 960 ps.

Synthesis
The stat command in Yosys gives a chip area of roughly 140 sq um. Per the Yosys statistics, synthesis produced 15 cells. The instance count of the mapped netlist is 15. The area fraction in compound gates is 0.2364.

The register bit count reported by yosys is 2. The cell area that synthesis handed to floorplanning was 137.6 sq um. The share of synthesized area spent on multiplexers is 0.1455.

The dominant kind of combinational cell is AND-OR/OR-AND gates. After synthesis, the mean cell area works out to around 9.2 sq um. Per the synthesis report, the adder-cell share of the synthesized area is 0. The number of synthesis warnings is 1. The share of the synthesized netlist area taken by xor and xnor gates is 0.06364.

The netlist uses 12 different library cells. The register share after synthesis is 0.3818. Per the synthesis report, the simple-gate share of the synthesized area is 0.1182.

Finish
The flip-flop count of the largest register after layout is 2. The final core utilization is 0.09341. The final standard cell count with taps included and fillers excluded is between 70 and 80.

The registers reported with the highest flop counts are state: 2 flops. The register containing the most flip-flops in the final layout is state. The share of cells above drive strength 1 is 0.4516. The top cell types in the final layout, fill and taps aside, are sky130_fd_sc_hd__buf_4 (5), sky130_fd_sc_hd__clkbuf_4 (3), sky130_fd_sc_hd__buf_2 (3). The layout-stage area growth over the synthesis result is 131.8%. The most common library cell in the layout ignoring fill and taps is sky130_fd_sc_hd__buf_4.

Detailed routing
The detailed router used layers up to and including met4. The routed length per instance is around 6.1 microns. Per the log, the first TritonRoute iteration ended with a DRC count of 0. The routed via count divided by cell count is around 2.3. The detailed router placed 174 vias in this run.

Per the post-route antenna check, the number of violating nets is 0. The met3 wire length is between 70 and 80 microns. The iteration tally of the first detailed-router pass is 1.

The wire length reported by the detailed router is 466 microns. The post-detailed-route DRC marker count is 0. Summed over all nets, wire length on met2 after detailed routing comes to about 150 microns.

The antenna cell count is 0. The post-route report lists met1 wire length as between 200 and 250 microns.

Flow run
OpenROAD emitted warnings numbering 27. The number of maximum-capacitance violations recorded for the run is 0.

Place
The count of buffers inserted at the top-level ports is 7. The congestion estimate from routability-driven global placement came to 0.6240. The HPWL reported at the end of detailed placement is around 330 microns. Once placement completed, the tool counted placed cells totaling slightly above 70.

Hold path
The worst hold path class is in2async.

Power and ir drop
Per the power-grid run, VDD falls by no more than 0.0003309 V. The total power density per cell area is 1222 mW/mm^2. The leakage power of the design is about 0.00014 uW.

The total chip power is 389.9 uW.

GRT
After global routing the overflow that remains totals 0. The first global-routing pass estimated approximately 900 microns of wire. The number of global-route vias before repair is around 220. The overall global routing resource usage is 0.01781. The largest net degree at the start of global routing is 6. The initial antenna violation count came to 0.

Final timing
The max-slew check reports its worst relative slack as 0.8667. The final setup violation count is 3. In the finished design, the share of the clock period the worst path needs comes to 1.194.

The shortest period the worst path allows is 1433 ps. The transition time of the tightest slew-check pin is approximately 200 ps. Setup repair after global routing could not meet its margin everywhere. The worst path setup slack after routing is -232.8 ps. The setup clock skew after layout is approximately 3.1 ps. The count of endpoints failing hold in the final timing report is 0. Summed over all failing endpoints, the final setup total negative slack is -617.0 ps. The maximum clock frequency is ~700 MHz. The number of max-slew violations in the final report is 0.
-- final timing paths --
path / depth (start not counted) / from / to
worst max-delay path: 4 / state[1] / flush
worst min-delay path: 1 / rst / state[0]
worst max register to register: 4 / state[1] / state[0]
worst min register to register: 2 / state[0] / state[0]
max in group asynchronous: 1 / rst / state[1]
min in group clk0: 2 / state[0] / state[0]
-- metrics by stage --
stage / hold slack [ps] / setup slack [ps] / area [sq um]
final: 357.9 / -232.8 / 319.1
after global routing: 360.3 / -310.5 / 319.1
after CTS: 354.2 / -252.9 / 319.1
after detailed placement: 499.1 / -624.7 / 287.8
after global placement: 492.3 / -612.1 / 287.8
after floorplan: 92.16 / 183.5 / 137.6
-- synthesized netlist by cell type, drive strengths merged --
master   number  area (sq um)
xor2          1         8.760
o21ai         1         5.000
and2          1         6.260
dfstp         2         52.55
nand2b        1         6.260
a21boi        1         7.510
a21oi         1         5.000
inv           2         7.510
o2bb2ai       1         8.760
nor2          1         3.750
a31oi         1         6.260
mux2i         2         20.02
-- routing by layer --
layer,vias up,global-route usage
li1,84,-
met1,76,0.02054
met2,10,0.02247
met3,4,0.01477
met4,0,0.008803
met5,-,0
-- area by class of cell --
| type | instances | area [sq um] |
|---|---|---|
| Multi-Input combinational cell | 11 | 77.57 |
| Tap cell | 46 | 57.56 |
| Timing Repair Buffer | 13 | 101.3 |
| Inverter | 2 | 7.507 |
| Fill cell | 410 | 3097 |
| Clock buffer | 3 | 22.52 |
| Sequential cell | 2 | 52.55 |
-- power breakdown --
group / leakage (uW) / switching (uW) / internal [uW]
logic: 0.000103 / 49.9 / 87.5
registers: 0.0000211 / 7.79 / 93.7
clock network: 0.0000138 / 40.6 / 110
-- cells by family (layout without fill, tap and decap cells) --
| kind of cell | count (synthesis) | in the layout |
|---|---|---|
| multiplexers | 2 | 2 |
| buffers and inverters | 2 | 18 |
| AND/OR/NAND/NOR | 3 | 3 |
| flip-flops | 2 | 2 |
| XOR/XNOR | 1 | 1 |
| AND-OR/OR-AND | 5 | 5 |
-- worst reg2reg max path, stage by stage (launching register included) --
cell and delay [ps]:
sky130_fd_sc_hd__dfstp_2 530, sky130_fd_sc_hd__buf_4 120, sky130_fd_sc_hd__buf_4 100, sky130_fd_sc_hd__a21boi_0 90, sky130_fd_sc_hd__mux2i_1 130
-- timing repair --
item	CTS	global route
setup endpoints to repair	3	3
pin swaps	3	1
gates resized	12	0
cloned	0	0
buffers inserted	3	0
hold buffers	0	0
Power figures rest on the tool's default switching activity, not on a simulated workload.
