==> design/flow/design.v <==
module MEMWB(rst, clk, ctrli, alu1i, alu2i, rdi, ctrlo, alu1o, alu2o, rdo);
input rst, clk;
input[1:0] ctrli;
input[31:0] alu1i, alu2i;
input[4:0] rdi;
output[1:0] ctrlo;
output[31:0] alu1o, alu2o;
output[4:0] rdo;
reg[1:0] ctrl;
reg[31:0] alu1, alu2, rd;
assign ctrlo=ctrl;
assign alu1o=alu1;
assign alu2o=alu2;
assign rdo=rd;
always@(posedge clk or negedge rst)begin
	if(~rst)begin
		ctrl<=2'b0;
		alu1<=32'b0;
		alu2<=32'b0;
		rd<=32'b0;
	end
	else begin
		ctrl[0]<=ctrli[0]&&rdi;
		ctrl[1]<=ctrli[1];
		alu1<=alu1i;
		alu2<=alu2i;
		rd<=rdi;
	end
end
endmodule
==> design/flow/run.sh <==
#!/bin/bash
# OpenROAD 26Q1-2900-gdf79404cd8, Yosys 0.63+post, stock flow scripts
make -C /OpenROAD-flow-scripts/flow DESIGN_CONFIG=/design/flow/config.mk WORK_HOME=/design/flow/orfs finish
==> design/flow/config.mk <==
export PLATFORM = sky130hd
export DESIGN_NAME = MEMWB
export DESIGN_NICKNAME = MEMWB
export VERILOG_FILES = /design/flow/design.v
export SDC_FILE = /design/flow/constraint.sdc
export NUM_CORES = 4
export LEC_CHECK = 1
export CORE_UTILIZATION = 30
==> design/flow/constraint.sdc <==
current_design MEMWB

set clk_period 1.0
set clk_io_pct 0.2

create_clock -name clk0 -period $clk_period [get_ports {clk}]

set non_clock_inputs [all_inputs -no_clocks]
set_input_delay [expr $clk_period * $clk_io_pct] -clock clk0 $non_clock_inputs
set_output_delay [expr $clk_period * $clk_io_pct] -clock clk0 [all_outputs]
==> metrics.cfg <==
[run_status]
outcome = complete, but fails checks
violations = negative hold slack, negative setup slack

[clocking]
cts_setup_buffers = 0
clkSinkCount = 71
clkTransAtPathRegs_ns = 0.07
root_buffer = clkbuf_8
htree_levels = 3
ctsLongestPathBuffers = 2
cts_made_buffers = 9
cts_tree = built

[layout]
flop_area_mm2 = 0.00178
logic_area_um2 = 15.0
drive_gt1_share_pct = 38.7
area_growth_pct = 80.1
nFillCells = 474

[sta]
setup_viol = 31
hold_viol = 71
layout_setup_ws_ns = -0.0155
maxSlewViolCount = 0
clock.fmax_ghz = 0.985
period_used_pct = 102
max_slew_margin_pct = 76.4
tightest_slew_ns = 0.354
whs_ns = -0.140
rsz0062_at_grt = yes
fin_crit_ns = 1.02

[global_route]
grt_pass1_vias = 1347
grt_first_pass_wirelength_um = 6480
antenna_found_initial = 0
grt_max_degree = 31
grt_usage_pct = 14.5
grt-ovfl-total = 0

[floorplan]
dieArea_mm2 = 0.00629
io_pins = 144
die_y_um = 79.3
rows = 27
fp_util_pct = 31.8
die_w_um = 79.3
core_mm2 = 0.00564

[run]
warnings = 29
drv_cap = 0

[routing]
drtIter0Drc = 14
via_per_inst = 3.93
num_vias = 1208
antenna_cells = 0
drt_first_pass_iters = 3
wire_per_inst_um = 13.1
wl_um = 4020
ant_nets = 0
drc = 0

[synthesis]
yosysWarnings = 1
ys_sh_simple_pct = 0.419
ys_seq_share_pct = 99.2
mux_share_pct = 0
synth.cell_area_mm2 = 0.00179
yosysUniqueCellTypes = 3
synth_area_per_cell_um2 = 24.5
synth_top_area_share_pct = 99.2
ys_sh_aoi_pct = 0.419
synth.area.top_cells = dfrtp_1, o21a_1, or4_1
synth-xor-area-share_pct = 0
fa_ha_area_share_pct = 0
yosys_area_mm2 = 0.00179
synth_area_leader_cell = dfrtp_1
yosysCellCount = 73
synth_cells = 73
synth_flops = 71
ys_top_logic_family = AND-OR/OR-AND gates

[pwr]
power.density_mw_per_mm2 = 1940
max-vdd-ir-drop_mv = 1.13
report.power.total_mw = 6.25
total_leakage_power_nw = 1.54

[critical_path]
critPathTopFamily = flip-flops
cp_cell_sequence = buf_2
cp.required_ns = 0.80
criticalPathCategory = reg2out
cp_max_fo = 1
cp_slowest_cell = dfrtp_1
cp.arrival_ns = 0.82
critPathBufInv = 1
crit_start = alu2[15]
critPathCaptureType = output pin
max_stage_delay_ns = 0.37
cp-start-kind = flip-flop

[placed_design]
routabilityCongestion = 0.680
pre_cts_ws_ns = -0.440
port_buffers = 143
dp_hpwl_um = 3130

[worst_hold_path]
hp-class = in2async

[where the power goes]
part / switching, mW / total (mW) / internal, mW
Sequential: 0.0334 / 3.05 / 3.01
Combinational: 0.111 / 0.447 / 0.337
Clock: 0.962 / 2.75 / 1.79
[kinds of logic (layout without fill, tap and decap cells)]
| kind of cell | count (synthesis) | count (layout) |
|---|---|---|
| flops | 71 | 71 |
| compound gates | 1 | 1 |
| simple gates | 1 | 1 |
| buf+inv | 0 | 162 |
[layout make-up]
cell class	instances	share of cell area (%)
Clock buffer	11	4.69
Clock inverter	5	3.22
Multi-Input combinational cell	2	0.465
Sequential cell	71	55.1
Tap cell	72	2.79
Timing Repair Buffer	146	33.8
[cells in the mapped netlist]
cell	instances
or4_1	1
o21a_1	1
dfrtp_1	71
[worst max path at each step]
stage | depth (start not counted) | slack, ns | to
final | 1 | -0.02 | alu2o[15]
after global routing | 1 | -0.08 | ctrlo[0]
after CTS | 1 | -0.04 | ctrlo[0]
[registers in the layout (all words and copies together), names as in the netlist]
name,cells
alu1,32
alu2,32
ctrl,2
rd,5
[layer usage]
layer | vias to the layer above | share of wire [%] | track usage [%]
li1 | 541 | - | -
met4 | 0 | 2.5 | 3.27
met3 | 10 | 16 | 7.93
met5 | - | 0 | 0
met1 | 562 | 36 | 20.0
met2 | 95 | 45 | 20.9
[cell usage in the layout, fill, tap and decap left out]
| cell type | count |
|---|---|
| buf_2 | 72 |
| buf_4 | 3 |
| bufinv_16 | 3 |
| clkbuf_8 | 11 |
| clkdlybuf4s50_1 | 68 |
| clkinv_2 | 1 |
| clkinv_4 | 1 |
| dfrtp_1 | 71 |
| dlygate4sd2_1 | 3 |
| o21a_1 | 1 |
| or4_1 | 1 |
[repair_timing]
item                       4_1_cts  5_1_grt
gates cloned                     0        0
pin swaps                        2        0
hold endpoints to repair        71       71
setup endpoints to repair       72       71
gates resized                  220        0
[stage by stage]
step	instance area [um2]	util (%)	instances	TNS [ns]	hold slack, ns
6_report	3230	57.2	307	-0.223	-0.140
5_1_grt	3230	57.2	307	-3.37	-0.137
4_1_cts	3230	57.2	307	-1.77	-0.154
3_5_place_dp	3330	59.0	291	-0.441	0.219
3_3_place_gp	3330	59.0	291	-0.417	0.221
2_1_floorplan	1790	-	73	0	-0.0956
Power is estimated from default activity; no workload was simulated.
